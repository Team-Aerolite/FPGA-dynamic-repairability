==> design/flow/design.v <==
module combined_spi_and_matrix_demo(
    input wire clk,          
    input wire reset_n,      
    input wire spi_sck,
    input wire spi_mosi,
    input wire spi_ss,
    output reg spi_miso,
    input wire btn1,
    input wire btn2,
    input wire btn3,
    output reg [7:0] row_select,
    output reg [7:0] col_drive,
    output reg [3:0] led_out
);
    reg [1:0] sck_sync, mosi_sync, ss_sync;
    always @(posedge clk or negedge reset_n) begin
        if (!reset_n) begin
            sck_sync <= 2'b00;
            mosi_sync <= 2'b00;
            ss_sync <= 2'b11;
        end else begin
            sck_sync <= {sck_sync[0], spi_sck};
            mosi_sync <= {mosi_sync[0], spi_mosi};
            ss_sync <= {ss_sync[0], spi_ss};
        end
    end
    wire sck_rising = (sck_sync == 2'b01);
    wire sck_falling = (sck_sync == 2'b10);
    wire ss_active = (ss_sync[1] == 1'b0);
    reg [2:0] bit_count = 0;
    reg [7:0] rx_byte = 0;
    reg byte_received = 0;
    always @(posedge clk or negedge reset_n) begin
        if (!reset_n) begin
            bit_count <= 0;
            rx_byte <= 8'b0;
            byte_received <= 0;
        end else if (!ss_active) begin
            bit_count <= 0;
            byte_received <= 0;
        end else if (sck_rising) begin
            rx_byte <= {rx_byte[6:0], mosi_sync[1]};
            bit_count <= bit_count + 1;
            if (bit_count == 7) begin
                byte_received <= 1;
                bit_count <= 0;
            end else begin
                byte_received <= 0;
            end
        end else begin
            byte_received <= 0;
        end
    end
    reg [1:0] logic_function = 2'b00;
    reg [1:0] input_a = 2'b00;
    reg [1:0] input_b = 2'b00;
    reg [1:0] logic_result;
	 reg error_flag = 1'b00;
    always @(posedge clk or negedge reset_n) begin
        if (!reset_n) begin
            logic_function <= 2'b00;
            input_a <= 2'b00;
            input_b <= 2'b00;
        end else if (byte_received) begin
            case (rx_byte[7:6])
                2'b00: logic_function <= rx_byte[1:0];
                2'b01: input_a <= rx_byte[1:0];
                2'b10: input_b <= rx_byte[1:0];
                2'b11: ;
            endcase
        end
    end
    always @(*) begin
        case (logic_function)
            2'b00: logic_result = input_a & input_b;
            2'b01: logic_result = input_a | input_b;
            2'b10: logic_result = input_a ^ input_b;
            2'b11: logic_result = ~(input_a & input_b);
            default: logic_result = 2'b00;
        endcase
    end
    reg [7:0] tx_byte = 8'b0;
    reg [2:0] tx_bit_count = 0;
    reg ss_sync_d;
    always @(posedge clk or negedge reset_n) begin
        if (!reset_n)
            ss_sync_d <= 1'b1;
        else
            ss_sync_d <= ss_sync[1];
    end
    wire ss_falling_edge = (ss_sync_d & ~ss_sync[1]);
    always @(posedge clk or negedge reset_n) begin
        if (!reset_n) begin
            tx_byte <= 8'b0;
            tx_bit_count <= 0;
            spi_miso <= 1'b0;
        end else if (ss_falling_edge) begin
            tx_byte <= {2'b00, logic_function, logic_result, 1'b00, error_flag};
            tx_bit_count <= 0;
            spi_miso <= tx_byte[7];
        end else if (ss_active && sck_falling) begin
            tx_byte <= {tx_byte[6:0], 1'b0};
            tx_bit_count <= tx_bit_count + 1;
            spi_miso <= tx_byte[6];
        end else if (ss_sync[1]) begin
            spi_miso <= 1'b0;
            tx_bit_count <= 0;
        end
    end
    always @(posedge clk or negedge reset_n) begin
        if (!reset_n)
            led_out <= 4'b0000;
        else
            led_out <= {logic_result, logic_function};
    end
    localparam [63:0] PATTERN_SMILEY_MAIN = {
        8'b00000000,   
        8'b00000000,   
        8'b00000000,   
        8'b11111000,   
        8'b01110000,   
        8'b00100000,   
        8'b01110000,   
        8'b11111000    
    };
    localparam [63:0] PATTERN_HEART_MAIN = {
        8'b00000000,
        8'b00000000,
        8'b00000000,
        8'b10001000,
        8'b11011000,
        8'b11111000,
        8'b11011000,
        8'b10001000
    };
    localparam [63:0] PATTERN_DIAMOND_MAIN = {
        8'b00000000,
        8'b00000000,
        8'b00000000,
        8'b11111000,
        8'b11111000,
        8'b11111000,
        8'b11111000,
        8'b11111000
    };
    localparam [63:0] PATTERN_SMILEY_SHIFTED = {
        8'b00000000,  
        8'b00000000,  
        8'b00000000,  
        8'b00011111,  
        8'b00001110,  
        8'b00000100,  
        8'b00001110,  
        8'b10011111   
    };
    localparam [63:0] PATTERN_HEART_SHIFTED = {
        8'b00000000,
        8'b00000000,
        8'b00000000,
        8'b00010001,
        8'b00011011,
        8'b00011111,
        8'b00011011,
        8'b10010001
    };
    localparam [63:0] PATTERN_DIAMOND_SHIFTED = {
        8'b00000000,
        8'b00000000,
        8'b00000000,
        8'b00011111,
        8'b00011111,
        8'b00011111,
        8'b00011111,
        8'b10011111
    };
    reg hold_flag;
    always @(posedge clk or negedge reset_n) begin
         if (!reset_n) begin
            hold_flag <= 0;
				error_flag <= 0;
         end else if (~btn1 | ~btn2 | ~btn3) begin
            hold_flag <= 1;
				error_flag <= 1;
			end
    end
    reg [1:0] pattern_select = 0;
    reg [31:0] pattern_timer = 0;
    always @(posedge clk or negedge reset_n) begin
        if (!reset_n) begin
            pattern_timer <= 0;
            pattern_select <= 0;
        end else begin
            if (pattern_timer == 12_500_000 - 1) begin
                pattern_timer <= 0;
                pattern_select <= pattern_select + 1;
            end else begin
                pattern_timer <= pattern_timer + 1;
            end
        end
    end
    reg [63:0] current_pattern;
    reg [63:0] shifted_pattern;
    always @(*) begin
        case (pattern_select)
            2'd0: begin
                current_pattern = PATTERN_SMILEY_MAIN;
                shifted_pattern = PATTERN_SMILEY_SHIFTED;
            end
            2'd1: begin
                current_pattern = PATTERN_HEART_MAIN;
                shifted_pattern = PATTERN_HEART_SHIFTED;
            end
            2'd2: begin
                current_pattern = PATTERN_DIAMOND_MAIN;
                shifted_pattern = PATTERN_DIAMOND_SHIFTED;
            end
            default: begin
                current_pattern = PATTERN_SMILEY_MAIN;
                shifted_pattern = PATTERN_SMILEY_SHIFTED;
            end
        endcase
    end
    reg [63:0] display_pattern;
    always @(*) begin
        if (hold_flag)
            display_pattern = shifted_pattern | 64'h1;
        else
            display_pattern = current_pattern;
    end
    reg [15:0] scan_divider = 0;
    reg [2:0] current_row = 0;
    always @(posedge clk or negedge reset_n) begin
        if (!reset_n) begin
            scan_divider <= 0;
            current_row <= 0;
        end else begin
            scan_divider <= scan_divider + 1;
            if (scan_divider == 50_000) begin
                scan_divider <= 0;
                current_row <= current_row + 1;
            end
        end
    end
    always @(*) begin
        case (current_row)
            3'd0: row_select = 8'b00000001;
            3'd1: row_select = 8'b00000010;
            3'd2: row_select = 8'b00000100;
            3'd3: row_select = 8'b00001000;
            3'd4: row_select = 8'b00010000;
            3'd5: row_select = 8'b00100000;
            3'd6: row_select = 8'b01000000;
            3'd7: row_select = 8'b10000000;
            default: row_select = 8'b00000000;
        endcase
        case (current_row)
            3'd0: col_drive = ~display_pattern[7:0];
            3'd1: col_drive = ~display_pattern[15:8];
            3'd2: col_drive = ~display_pattern[23:16];
            3'd3: col_drive = ~display_pattern[31:24];
            3'd4: col_drive = ~display_pattern[39:32];
            3'd5: col_drive = ~display_pattern[47:40];
            3'd6: col_drive = ~display_pattern[55:48];
            3'd7: col_drive = ~display_pattern[63:56];
            default: col_drive = 8'b11111111;
        endcase
    end
endmodule
==> design/flow/run.sh <==
#!/bin/bash
# OpenROAD 26Q1-2900-gdf79404cd8, Yosys 0.63+post, stock flow scripts
make -C /OpenROAD-flow-scripts/flow DESIGN_CONFIG=/design/flow/config.mk WORK_HOME=/design/flow/orfs finish
==> design/flow/config.mk <==
export PLATFORM = sky130hd
export DESIGN_NAME = combined_spi_and_matrix_demo
export DESIGN_NICKNAME = combined_spi_and_matrix_demo
export VERILOG_FILES = /design/flow/design.v
export SDC_FILE = /design/flow/constraint.sdc
export NUM_CORES = 4
export LEC_CHECK = 1
export CORE_UTILIZATION = 40
==> design/flow/constraint.sdc <==
current_design combined_spi_and_matrix_demo

set clk_period 4.6
set clk_io_pct 0.2

create_clock -name clk0 -period $clk_period [get_ports {clk}]

set non_clock_inputs [all_inputs -no_clocks]
set_input_delay [expr $clk_period * $clk_io_pct] -clock clk0 $non_clock_inputs
set_output_delay [expr $clk_period * $clk_io_pct] -clock clk0 [all_outputs]
==> job_summary.md <==
### Flow metrics

| Metric | Value |
|---|---|
| Sequential share of power | `52.2%` |
| Area Overhead vs Synth | `15.5%` |
| Tool warnings | `32` |
| Core area | `10900 um^2` |
| Fraction of power consumed by the clock network | `between 40% and 50%` |
| Startpoint Class | `flop` |
| Post-synthesis share of cell area spent on and, or, nand and nor gates | `a little over a fifth` |
| Clock edge transition at the registers on the reported setup and hold paths | `about 0.070 ns` |
| Outcome | `finished, final reports clean` |
| Post-synthesis cell area | `roughly 4500 um^2` |
| Post-route DRC | `0` |
| Power density relative to cell area | `321 nW/um^2` |
| Number of cells produced by synthesis | `about 430` |
| Number of distinct library cell variants in the gate-level netlist after synthesis | `roughly 45` |
| Relative contribution of combinational cells to total power | `approximately 3.7%` |
| P_leak | `2.31 nW` |
| Final hold viol count | `0` |
| And-or/or-and share of the synthesized area | `7.50%` |
| Iter 0 DRT Violations | `approximately 160` |
| Synthesis warning total | `1` |
| Hold-fix buffer count after cts | `0` |
| Global-route wire length before repair | `roughly 14000 um` |
| Total power consumption of the routed design | `around 1.7 mW` |
| Max-capacitance violation count | `0` |
| Maximum fanout encountered on the critical timing path | `4` |
| Multiplexer fraction of the synthesized cell area | `under 10%` |
| Number of synthesized register bits | `93` |
| Antenna violations before repair | `0` |
| Antenna diode count | `0` |
| Setup crit end kind | `output port` |
| Flip-flops with a built-in enable | `0` |
| Async S/R FF share, synth | `100%` |
| Die Ht | `approximately 110 um` |
| Dpl cell area | `a little under 5000 um^2` |
| Worst slack on hold paths | `between 0.3 and 0.4 ns` |
| Setup repair bufs after CTS | `0` |
| Via count of the first global-routing pass | `3025` |
| Source of the worst hold timing path | `mosi_sync[0]$_DFF_PN0_` |
| Final critical path time including I/O delays and setup | `3.67 ns` |
| Setup repair after global routing missed its margin | `false` |
| Global route total overflow | `0` |
| Critical path origin | `current_row[0]$_DFFE_PN0N_` |
| Sequential standard cell area | `about 2300 um^2` |
| Crit path required time | `approximately 3.7 ns` |
| Net switching power of the design | `around 0.37 mW` |
| Share of synthesized cell area in full adder, half adder and majority cells | `under 10%` |
| Hold WC Path Type | `reg -> reg` |
| Maximum root-to-sink buffer count | `2` |
| Routability Congestion | `around 0.84` |
| Number of core rows | `38` |
| Total via count after detailed routing | `between 3000 and 4000` |
| Post_cts resized | `0` |
| Number of cells in the yosys synthesis report | `431` |
| Largest net degree at the start of global routing | `just over 50` |
| Dominant register cell | `dfrtp_1` |
| Multi-input combinational cell area | `2070 um^2` |
| Final number of setup-violating endpoints | `0` |
| Internal power contribution | `~1.3 mW` |
| Filler cell count | `998` |
| Sequential share of the synthesized area | `approximately half` |
| Switching share of power | `between 20% and 30%` |
| Initial core utilization | `41.5%` |
| I/O pins | `29` |
| Average instance area after synthesis | `around 11 um^2` |
| Dominant non-sequential cell family after synthesis | `simple AND/OR/NAND/NOR gates` |
| Yosys stat area | `4540 um^2` |
| Routed wire length per instance | `between 10 and 15 um` |
| Horizontal die dimension | `~110 um` |
| Data arrival time of the critical path | `between 2 and 3 ns` |
| Deepest level of the CTS H-tree | `3` |
| Final Slew Violations | `0` |
| Clock Tree Root | `clkbuf_16` |
| Count of input and output buffers | `28` |
| Detail Route Antenna Nets | `0` |
| Post-detailed-routing wire length | `8060 um` |
| Worst Clk Skew | `~0.0085 ns` |
| Clk sink count | `approximately 93` |
| First-pass iteration count of the detailed router | `4` |
| Fraction of final layout cells with drive strength greater than 1 | `roughly a tenth` |
| Xor/xnor share | `6.56%` |
| Worst VDD drop | `~0.22 mV` |
| Area enclosed by the die boundary | `between 10000 and 15000 um^2` |
| Via-per-instance ratio | `5.23` |
| Final design instance area without fill | `around 5200 um^2` |
| TritonCTS clock tree | `done` |
| Transition time at the pin with the least slew margin | `between 0.6 and 0.7 ns` |
| Total Routing Usage GR | `15.7%` |
| Insertion Delay late pin | `approximately 0.34 ns` |
| Half-perimeter wire length after detailed placement | `around 5500 um` |
| WS Path Type | `reg -> out` |
| Post-route fraction of the period consumed by the critical path | `approximately four fifths` |
| Worst relative slew slack | `a little over half` |
| Highest clock frequency the design can meet | `272 MHz` |
| Total CTS buffers | `9` |
| Final setup TNS | `0 ns` |
| Reg2Reg Launch Point | `pattern_timer[27]$_DFF_PN0_` |
==> per-layer routing <==
layer / up-vias / GRT usage (%) / routed length (um)
li1: 1570 / - / -
met1: 1531 / 25.4 / 4090
met2: 44 / 23.7 / 3610
met3: 4 / 3.07 / 296
met4: 0 / 1.25 / 60
met5: - / 0 / 0
==> power groups by stage <==
| stage | clock network, mW | logic [mW] | registers, mW |
|---|---|---|---|
| after CTS | 0.766 | 0.0652 | 0.879 |
| after global routing | 0.800 | 0.0727 | 0.884 |
| final | 0.742 | 0.0624 | 0.880 |
==> cells by family after synthesis <==
group / after synthesis
mux: 25
xor+xnor: 34
flops: 93
compound gates: 59
fa+ha+maj: 16
buf+inv: 34
simple gates: 170
==> sequential cells by signal, indices dropped and copies added (netlist names), 3 cells and up <==
register       count
current_row        3
rx_byte            8
led_out            4
scan_divider      16
bit_count          3
tx_byte            8
pattern_timer     32
==> worst max-delay path: stages, from the launching register on <==
cell and delay [ns]:
dfrtp_1 0.40, ha_1 0.22, ha_1 0.22, or4_1 0.58
a21boi_0 0.33, nor2_1 0.10, o21ai_0 0.08, clkdlybuf4s50_1 0.49
==> synthesized netlist by cell type, drive strengths merged, types with 5 or more instances <==
cell     n  area (um^2)
a21oi   18         90.1
and2     5         31.3
and4     9         78.8
clkbuf  10         37.5
dfrtp   90         2250
ha      16          200
inv     20         75.1
mux2    17          191
mux2i    8         80.1
nand2   37          141
nand2b   6         37.5
nand3   20          100
nand4   14          100
nor2    24         90.1
nor3    13         65.1
nor3b    6         45.0
nor4     7         58.8
o21ai   24          120
or3      5         32.5
or4      6         48.8
xnor2   18          158
xor2    16          140
==> per-stage QoR <==
step | utilization, % | setup slack [ns] | instances
floorplan | - | 1.93 | 431
global placement | 45.2 | 1.35 | 587
detailed placement | 45.2 | 1.29 | 587
CTS | 47.9 | 0.925 | 602
global route | 47.9 | 0.768 | 602
finish | 47.9 | 0.928 | 602
==> final cells by class <==
cell class,count,share of cell area [%]
inverter,20,1.43
timing repair buffer,30,5.58
sequential,93,44.5
clock inverter,6,1.34
multi-input combinational,304,39.5
clock buffer,9,4.30
tap,140,3.34
==> cell usage in the layout, fill, tap and decap left out, types with 5 or more instances in the layout <==
master           synthesis  routed
dfrtp_1                 90      90
mux2_2                  17      17
and2_1                   5       5
nand3_1                 20      20
xnor2_1                 18      18
o21ai_0                 24      24
or4_1                    5       5
nand2b_1                 6       6
ha_1                    16      16
clkdlybuf4s50_1          0      27
nand4_1                 12      12
mux2i_1                  8       8
nor4_1                   6       6
clkbuf_16                0       9
a21oi_1                 18      18
nand2_1                 36      36
inv_1                   20      20
nor3b_1                  6       6
nor2_1                  24      24
nor3_1                  13      13
and4_1                   9       9
xor2_1                  16      16
==> final timing paths <==
check / end / slack [ns] / cells past startpoint
worst min register to register: mosi_sync[1]$_DFF_PN0_ / 0.35 / 0
worst max register to register: pattern_timer[11]$_DFF_PN0_ / 2.50 / 5
worst max-delay path: col_drive[1] / 0.93 / 7
max in group asynchronous: pattern_timer[3]$_DFF_PN0_ / 3.04 / 2
min in group asynchronous: led_out[1]$_DFF_PN0_ / 0.57 / 1
worst min-delay path: mosi_sync[1]$_DFF_PN0_ / 0.35 / 0
No activity file was given, so power comes from the tool's default toggle rates.
